==> flow/design.v <==
module Registro(data_out1, data_out2, data_in, address1, address2, write, clk);
  parameter BITS_DATA = 32;
  parameter BITS_ADDR = 16;
  output [BITS_DATA-1:0] data_out1;
  output [BITS_DATA-1:0] data_out2;
  input  [BITS_DATA-1:0] data_in;
  input  [BITS_ADDR-1:0] address1;
  input  [BITS_ADDR-1:0] address2;
  input                  write;
  input                  clk;
  reg [7:0] data;
  assign data_out1 = data[address1];
  assign data_out2 = data[address2];
  always @(negedge clk) begin
    if (write) begin
      data[address1] <= data_in;
    end
  end
  initial begin    
    data[0] = 'h00000000;  
    data[1] = 'h82000000;  
    data[2] = 'h8A000000;  
    data[3] = 'h92000000;  
    data[4] = 'hA2000000;  
    data[5] = 'hAA000000;  
    data[6] = 'hB2000000;  
	data[7] = 'hB2000000;  
    data[8] = 'hF8000000;  
  end
  generate
    genvar idx;
    for(idx = 0; idx < 64; idx = idx + 1) begin: register
      wire [31:0] tmp;
      assign tmp = data[idx];
    end
  endgenerate
endmodule
==> flow/run.sh <==
#!/bin/bash
# OpenROAD 26Q1-2900-gdf79404cd8, Yosys 0.63+post, stock flow scripts
make -C /OpenROAD-flow-scripts/flow DESIGN_CONFIG=/design/flow/config.mk WORK_HOME=/design/flow/orfs finish
==> flow/config.mk <==
export PLATFORM = sky130hd
export DESIGN_NAME = Registro
export DESIGN_NICKNAME = Registro
export VERILOG_FILES = /design/flow/design.v
export SDC_FILE = /design/flow/constraint.sdc
export NUM_CORES = 4
export LEC_CHECK = 1
export CORE_AREA = 10 10 79 79
export DIE_AREA = 0 0 89 89
==> flow/constraint.sdc <==
current_design Registro

set clk_period 4.2
set clk_io_pct 0.2

create_clock -name clk0 -period $clk_period [get_ports {clk}]

set non_clock_inputs [all_inputs -no_clocks]
set_input_delay [expr $clk_period * $clk_io_pct] -clock clk0 $non_clock_inputs
set_output_delay [expr $clk_period * $clk_io_pct] -clock clk0 [all_outputs]
==> metrics.txt <==
# HELP chip_impl_metric Implementation results
# TYPE chip_impl_metric gauge
chip_impl_info{name="status",value="complete, but fails checks"} 1
chip_impl_info{name="violations",value="setup timing"} 1
chip_impl_metric{name="power_leakage",unit="nW"} 1.15
chip_impl_metric{name="timing.max_cap.violations",unit=""} 0
chip_impl_metric{name="warning_count",unit=""} 80
chip_impl_metric{name="tritoncts.num_buffers",unit=""} 3
chip_impl_metric{name="yosys.stat.chipArea",unit="sq mm"} 0.00167
chip_impl_info{name="mostFrequentLayoutCells",value="sky130_fd_sc_hd__conb_1 (62), sky130_fd_sc_hd__buf_4 (48), sky130_fd_sc_hd__nor2_1 (14)"} 1
chip_impl_metric{name="yosys_warnings",unit=""} 59
chip_impl_metric{name="clock_path_buffers",unit=""} 2
chip_impl_metric{name="grt_first_pass_wirelength",unit="um"} 6840
chip_impl_metric{name="pin_count_of_the_biggest_net_entering_global_routing",unit=""} 16
chip_impl_metric{name="finClkSkew",unit="ns"} 0
chip_impl_metric{name="avgSynthCellArea",unit="sq um"} 8.22
chip_impl_info{name="reg_top3",value="data: 8 flops"} 1
chip_impl_info{name="rsz0062_at_grt",value="yes"} 1
chip_impl_info{name="worst_setup_path_end_kind",value="register"} 1
chip_impl_metric{name="drt_iter0_markers",unit=""} 78
chip_impl_metric{name="pin_count",unit=""} 130
chip_impl_metric{name="io_buffers",unit=""} 23
chip_impl_metric{name="drt_pre_antenna_iters",unit=""} 4
chip_impl_metric{name="drt_drc_violations_left",unit=""} 0
chip_impl_metric{name="finalHoldViolCount",unit=""} 0
chip_impl_metric{name="chipArea",unit="sq mm"} 0.00792
chip_impl_metric{name="cts.reportedPaths.clkPinSlew",unit="ns"} 0.03
chip_impl_metric{name="hpwlAfterDp",unit="um"} 3360
chip_impl_metric{name="htreeDepth",unit=""} 1
chip_impl_metric{name="setup_viol",unit=""} 10
chip_impl_metric{name="postLayoutSetupSlackWorst",unit="ns"} -1.01
chip_impl_metric{name="syn_inst",unit=""} 203
chip_impl_metric{name="drt-total-wl",unit="um"} 4530
chip_impl_metric{name="initCoreUtil",unit="%"} 35.8
chip_impl_metric{name="grt.overflow.total",unit=""} 0
chip_impl_metric{name="worst-endpoint-arrival",unit="ns"} 3.15
chip_impl_metric{name="worst_ep_required_time",unit="ns"} 2.13
chip_impl_info{name="cts_tree",value="yes"} 1
chip_impl_metric{name="yosys.cell_types.count",unit=""} 51
chip_impl_metric{name="num_vias",unit=""} 1566
chip_impl_metric{name="syn_area",unit="sq mm"} 0.00167
chip_impl_metric{name="gp_congestion",unit=""} 0.821
chip_impl_info{name="crit_path_cell_trace",value="buf_12 > clkinv_8 > ha_4 > or3b_4 > or4b_4 > mux2i_4 > nor4_4 > nor3_4 > nand4b_1 > mux2_4"} 1
chip_impl_metric{name="detail_route.vias_per_cell",unit=""} 4.79
chip_impl_metric{name="synth-seq-area-share",unit="%"} 14.4
chip_impl_metric{name="synth.ff_latch_count",unit=""} 8
chip_impl_info{name="startpoint_type",value="input pin"} 1
chip_impl_metric{name="placement_rows",unit=""} 25
chip_impl_info{name="worst-setup-path-type",value="in -> reg"} 1
chip_impl_metric{name="finish.cell_count_without_fillers",unit=""} 327
chip_impl_metric{name="routedWlPerCell",unit="um"} 13.8
chip_impl_info{name="hold_class",value="reg -> reg"} 1
chip_impl_metric{name="powerDensity",unit="mW/mm^2"} 155
chip_impl_metric{name="hold_slack",unit="ns"} 0.631
chip_impl_metric{name="largest_register_ff_count",unit=""} 8
chip_impl_metric{name="worst_ir_drop_vdd",unit="mV"} 0.0858
chip_impl_metric{name="critPathMaxStageDelay",unit="ns"} 0.56
chip_impl_metric{name="ys_cells",unit=""} 203
chip_impl_metric{name="postCtsHoldBufs",unit=""} 0
chip_impl_metric{name="preCtsSetupSlack",unit="ns"} -1.73
chip_impl_metric{name="count_of_flip_flops_with_a_built_in_enable_after_synthesis",unit=""} 8
chip_impl_metric{name="die_width",unit="um"} 89
chip_impl_metric{name="layout-drive-gt1-share",unit="%"} 38.8
chip_impl_info{name="top_register",value="data"} 1
chip_impl_metric{name="die_h",unit="um"} 89
chip_impl_info{name="critical_path.slowest_cell",value="sky130_fd_sc_hd__or4b_4"} 1
chip_impl_metric{name="cts.sink_count",unit=""} 8
chip_impl_metric{name="total_power",unit="mW"} 0.367
chip_impl_metric{name="via_count_of_the_first_global_routing_pass",unit=""} 1577
chip_impl_metric{name="timing_max_transition_violations_final",unit=""} 0
chip_impl_metric{name="clock_insertion_delay_worst_skew",unit="ns"} 0.28
chip_impl_metric{name="numPlacedInstances",unit=""} 307
chip_impl_metric{name="gr-usage-all-layers",unit="%"} 10.3
chip_impl_metric{name="syn_to_final_growth",unit="%"} 42.4
chip_impl_metric{name="insertedDiodeCount",unit=""} 0
chip_impl_metric{name="critPathMaxFanout",unit=""} 8
chip_impl_info{name="ys.flop_type",value="sky130_fd_sc_hd__edfxtp_1"} 1
chip_impl_info{name="layout_top_cell",value="sky130_fd_sc_hd__conb_1"} 1
chip_impl_metric{name="asyncSetResetFlopFracSynth",unit="%"} 0
chip_impl_info{name="cts_root_buf",value="sky130_fd_sc_hd__clkbuf_8"} 1
chip_impl_metric{name="drtAntennaViolNets",unit=""} 0
chip_impl_metric{name="grt_antenna_before_repair",unit=""} 0
chip_impl_metric{name="design.core.area",unit="sq mm"} 0.00466
==> per-stage QoR <==
| stage | setup TNS, ns | cell area, sq um | utilization [%] |
|---|---|---|---|
| CTS | -9.41 | 2140 | 45.9 |
| floorplan | -9.05 | 1960 | - |
| global route | -9.28 | 2370 | 51.0 |
| global placement | -14.28 | 2010 | 43.2 |
| finish | -8.63 | 2370 | 51.0 |
| detailed placement | -14.35 | 2010 | 43.2 |
==> worst paths after layout <==
check                   start  endpoint  slack (ns)  cells past startpoint
setup / recovery  address1[0]   data[7]       -1.01                     10
hold / removal        data[5]   data[5]        0.63                      1
setup reg to reg      data[3]   data[3]        3.13                      2
hold reg to reg       data[5]   data[5]        0.63                      1
==> final cells by class <==
| class | instances | area (sq um) |
|---|---|---|
| clock buffer | 3 | 41.3 |
| clock inverter | 8 | 30.0 |
| tap | 54 | 67.6 |
| fill | 403 | 2290 |
| timing repair buffer | 75 | 637 |
| multi-input combinational | 177 | 1340 |
| inverter | 2 | 22.5 |
| sequential | 8 | 240 |
==> layer usage <==
metal  wire, um  part of all wire [%]  track usage (%)  up-vias
met2       1980                    44             15.1       83
met5          0                     0                0        -
li1           -                     -                -      757
met4         41                  0.91             1.59        0
met3        375                   8.3             3.03        4
met1       2130                    47             14.9      722
==> report_power, final <==
part	internal [mW]	switching [mW]	total (mW)
Sequential	0.0940	0.00344	0.0975
Clock	0.0725	0.0444	0.117
Combinational	0.0847	0.0683	0.153
==> Yosys cell counts (2+ instances only) <==
library cell               number  area, sq um
sky130_fd_sc_hd__edfxtp_1       8          240
sky130_fd_sc_hd__nor2_1        15         56.3
sky130_fd_sc_hd__nor4_1         2         12.5
sky130_fd_sc_hd__nand3b_1       2         15.0
sky130_fd_sc_hd__a21oi_1        6         30.0
sky130_fd_sc_hd__mux4_2         4         90.1
sky130_fd_sc_hd__nand2_1        5         18.8
sky130_fd_sc_hd__mux2_1         8         90.1
sky130_fd_sc_hd__a311oi_1       3         26.3
sky130_fd_sc_hd__clkbuf_1       6         22.5
sky130_fd_sc_hd__nor3b_1        2         15.0
sky130_fd_sc_hd__mux2_2         2         22.5
sky130_fd_sc_hd__buf_2          6         30.0
sky130_fd_sc_hd__xnor2_1        3         26.3
sky130_fd_sc_hd__nor3_1         7         35.0
sky130_fd_sc_hd__nor2b_1        2         12.5
sky130_fd_sc_hd__buf_4         62          465
sky130_fd_sc_hd__nand4b_1       4         35.0
sky130_fd_sc_hd__o21ai_0        4         20.0
sky130_fd_sc_hd__nand3_1        4         20.0
sky130_fd_sc_hd__a21o_1         2         15.0
sky130_fd_sc_hd__o31ai_1        3         22.5
sky130_fd_sc_hd__or4_1          5         37.5
sky130_fd_sc_hd__inv_1          3         11.3
sky130_fd_sc_hd__nor4_2         3         37.5
sky130_fd_sc_hd__xor2_1         4         35.0
sky130_fd_sc_hd__nand4_1        4         25.0
==> critical path: cells and delay by family <==
kind                     cells  cell delay, ns
adder cells (fa/ha/maj)      1            0.11
buffers and inverters        2            0.15
multiplexers                 2            0.50
AND/OR/NAND/NOR              5            1.54
==> cells by family after synthesis <==
| family | synth area share (%) |
|---|---|
| mux | 12.8 |
| other cells | 0.225 |
| flops | 14.4 |
| xor+xnor | 3.68 |
| compound gates | 11.9 |
| simple gates | 23.7 |
| buf+inv | 32.6 |
| fa+ha+maj | 0.750 |
==> what timing repair did <==
item                                    CTS  global route
resized                                  29            62
buffers inserted                          3             9
pin swaps                                 3            26
endpoints found under the setup margin   10            10

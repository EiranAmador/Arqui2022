==> design.v <==
module ALU(resultado, C, S, O, Z, operando_a, operando_b, opcode);
  parameter BITS_DATA = 32;
  output reg [BITS_DATA-1:0] resultado;
  output reg C;
  output reg S;
  output reg O;
  output reg Z;
  input [BITS_DATA-1:0] operando_a;
  input [BITS_DATA-1:0] operando_b;
  input [4:0] opcode;
  always @* begin
    case (opcode)
      'b10000: begin
        resultado = ~operando_a;
        C = 0;
        S = resultado[BITS_DATA-1];
        O = 0;
        Z = ~(|resultado);
      end
	  'b10001: begin
        resultado = operando_a & operando_b;
        C = 0;
        S = resultado[BITS_DATA-1];
        O = 0;
        Z = ~(|resultado);
      end
	  'b10010: begin
        resultado = operando_a | operando_b;
        C = 0;
        S = resultado[BITS_DATA-1];
        O = 0;
        Z = ~(|resultado);
      end
	  'b10100: begin
        resultado = -operando_a;
        C = 0;
        S = resultado[BITS_DATA-1];
        O = 0;
        Z = ~(|resultado);
      end
      'b10101: begin
        {C,resultado} = operando_a + operando_b;
        S = resultado[BITS_DATA-1];
        O = (operando_a[BITS_DATA-1] == operando_b[BITS_DATA-1]) &&
            (operando_a[BITS_DATA-1] !=  resultado[BITS_DATA-1]);
        Z = ~(|resultado);
      end
	  'b10110: begin
        {C,resultado} = ~operando_a - operando_b;
        S = resultado[BITS_DATA-1];
        O = (operando_a[BITS_DATA-1] == operando_b[BITS_DATA-1]) &&
            (operando_a[BITS_DATA-1] !=  resultado[BITS_DATA-1]);
        Z = ~(|resultado);
      end
	  'b10111: begin
        {C,resultado} = operando_a * operando_b;
        S = resultado[BITS_DATA-1];
        O = (operando_a[BITS_DATA-1] == operando_b[BITS_DATA-1]) &&
            (operando_a[BITS_DATA-1] !=  resultado[BITS_DATA-1]);
        Z = ~(|resultado);
      end
	  'b00001: begin
        resultado = ~operando_a;
        C = 0;
        S = resultado[BITS_DATA-1];
        O = 0;
        Z = ~(|resultado);
      end
	  'b00010: begin
        resultado = ~operando_a;
        C = 0;
        S = resultado[BITS_DATA-1];
        O = 0;
        Z = ~(|resultado);
      end
	  'b11110: begin
        resultado = ~operando_a;
        C = 0;
        S = resultado[BITS_DATA-1];
        O = 0;
        Z = ~(|resultado);
      end
	  'b11010: begin
        resultado = ~operando_a;
        C = 0;
        S = resultado[BITS_DATA-1];
        O = 0;
        Z = ~(|resultado);
      end
      default: begin
        resultado = 'hXXXX_XXXX;
        C = 'bx;
        S = 'bx;
        O = 'bx;
        Z = 'bx;
      end
    endcase
  end
endmodule
==> run.sh <==
#!/bin/bash
# OpenROAD 26Q1-2900-gdf79404cd8, Yosys 0.63+post, stock flow scripts
make -C /OpenROAD-flow-scripts/flow DESIGN_CONFIG=/design/flow/config.mk WORK_HOME=/design/flow/orfs finish
==> config.mk <==
export PLATFORM = sky130hd
export DESIGN_NAME = ALU
export DESIGN_NICKNAME = ALU
export VERILOG_FILES = /design/flow/design.v
export SDC_FILE = /design/flow/constraint.sdc
export NUM_CORES = 4
export LEC_CHECK = 1
export CORE_UTILIZATION = 40
==> constraint.sdc <==
current_design ALU

set clk_period 18.9
set clk_io_pct 0.2

create_clock -name clk0 -period $clk_period

set non_clock_inputs [all_inputs -no_clocks]
set_input_delay [expr $clk_period * $clk_io_pct] -clock clk0 $non_clock_inputs
set_output_delay [expr $clk_period * $clk_io_pct] -clock clk0 [all_outputs]
==> impl_summary.log <==
[report] implementation figures
INFO  metric result_of_the_run = finished, final reports clean
INFO  metric drt-total-wl = 98600 um
INFO  metric io_buffer_count = 105
INFO  metric worst_hold_path_startpoint = opcode[0]
INFO  metric fin_worst_hold_slack = 8.82 ns
INFO  metric report.final.hold_viol_count = 0
INFO  metric dp_hpwl = 80100 um
INFO  metric grt_max_degree = 48
INFO  metric post-cts-setup-buffers = 0
INFO  metric number_of_design_rule_violations_left_after_detail_routing = 0
INFO  metric crit_type = in2out
INFO  metric num-clock-buffers = 0
INFO  metric postSynthAreaPerCell = 7.72 um2
INFO  metric crit_path_max_incr_delay = 0.91 ns
INFO  metric finalCritPeriodShare = 0.927
INFO  metric cts_hold_buffers = 0
INFO  metric warning_count = 66
INFO  metric global_route_wire_length_before_repair = 147000 um
INFO  metric number_of_global_route_vias_before_repair = 22.5k
INFO  metric grt_antenna_before_repair = 3
INFO  metric die.size.y = 240 um
INFO  metric synth_seq_share = 0
INFO  metric endpoint_kind = output port
INFO  metric row_count = 86
INFO  metric layout.cell_area.non_filler = 24400 um2
INFO  metric gp_congestion = 1.07
INFO  metric ys_types = 82
INFO  metric worst_slew_pin_slew = 1.08 ns
INFO  metric cpMaxStageDelayCell = sky130_fd_sc_hd__inv_1
INFO  metric io_pins = 105
INFO  metric area_inside_the_core_boundary = 55500 um2
INFO  metric via_density = 5.89
INFO  metric fillCellCount = 5519
INFO  metric yosys-stat-cells = 2930
INFO  metric sequential_cell_area = 0 um2
INFO  metric die_width = 240 um
INFO  metric chip_area = 57500 um2
INFO  metric gate_count_post_synth = 2930
INFO  metric yosysWarningCount = 1
INFO  metric worst_slew_margin_rel = 0.274
INFO  metric seq_cell_count = 0
INFO  metric worstPathRequired = 15.12 ns
INFO  metric dpl_cell_area = 24400 um2
INFO  metric detail_route.first_pass.iterations = 6
INFO  metric setup_tns = 0 ns
INFO  metric detailroute.via_count = 21.6k
INFO  metric detailedRoute.firstIterationViolations = 1845
INFO  metric core_util_at_fp = 0.408
INFO  metric postRouteAntennaNets = 0
INFO  metric final-max-slew-violation-count = 0
INFO  metric n_antenna_cell = 0
INFO  metric fin_crit = 17.51 ns
INFO  metric cts-resized-gates = 0
INFO  metric min-delay-path-class = in2out
INFO  metric setup_viol = 0
INFO  metric crit_path_max_fanout = 22
INFO  metric synth.yosys.chip_area = 22600 um2
INFO  metric combGateArea = 20100 um2
INFO  metric crit_path_frequent_cell = sky130_fd_sc_hd__fa_1
INFO  metric overflow = 0
INFO  metric wirelength_per_cell = 26.9 um
INFO  metric setup_crit_start_kind = primary input
INFO  metric layout.core_utilization = 0.439
INFO  metric cap_viol_max_count = 0
INFO  metric max_clock_freq = 0.0571 GHz
INFO  metric share_of_post_route_cells_with_drive_strength_above_1 = 0.0325
INFO  metric area_delta_synth_final = 7.79%
INFO  metric startpoint_of_the_worst_setup_timing_path = operando_b[3]
INFO  metric synth.cell_area = 22600 um2
INFO  metric gr-usage-all-layers = 0.372
INFO  metric rsz_0062_raised_after_global_routing = no
INFO  metric worstPathArrival = 13.73 ns
[cells in the mapped netlist, types with 37 or more instances]
library cell | count | area [um2]
sky130_fd_sc_hd__nor2_1 | 450 | 1690
sky130_fd_sc_hd__a21oi_1 | 138 | 691
sky130_fd_sc_hd__inv_1 | 468 | 1760
sky130_fd_sc_hd__clkbuf_1 | 130 | 488
sky130_fd_sc_hd__fa_1 | 439 | 8790
sky130_fd_sc_hd__ha_1 | 191 | 2390
sky130_fd_sc_hd__o21ai_0 | 95 | 475
sky130_fd_sc_hd__nand4_1 | 37 | 231
sky130_fd_sc_hd__nand3_1 | 45 | 225
sky130_fd_sc_hd__nand2_1 | 317 | 1190
sky130_fd_sc_hd__xnor2_1 | 103 | 902
sky130_fd_sc_hd__xor2_1 | 44 | 385
[final timing paths]
path,slack (ns),depth (start not counted),to
worst max-delay path,1.39,28,Z
worst min-delay path,8.82,5,O
[layout by cell type, fill, tap and decap left out, types with 7 or more instances in the layout]
| cell type | n |
|---|---|
| sky130_fd_sc_hd__o22ai_1 | 16 |
| sky130_fd_sc_hd__o21ai_0 | 94 |
| sky130_fd_sc_hd__a21oi_1 | 138 |
| sky130_fd_sc_hd__o21a_1 | 24 |
| sky130_fd_sc_hd__nor2_1 | 450 |
| sky130_fd_sc_hd__nand3_1 | 45 |
| sky130_fd_sc_hd__or3_1 | 11 |
| sky130_fd_sc_hd__and4_1 | 11 |
| sky130_fd_sc_hd__or2_2 | 8 |
| sky130_fd_sc_hd__nor3_1 | 31 |
| sky130_fd_sc_hd__a221oi_1 | 9 |
| sky130_fd_sc_hd__a31oi_1 | 19 |
| sky130_fd_sc_hd__nand4b_1 | 7 |
| sky130_fd_sc_hd__and3_1 | 16 |
| sky130_fd_sc_hd__fa_1 | 439 |
| sky130_fd_sc_hd__xnor2_1 | 103 |
| sky130_fd_sc_hd__ha_1 | 191 |
| sky130_fd_sc_hd__a211oi_1 | 18 |
| sky130_fd_sc_hd__clkinv_1 | 13 |
| sky130_fd_sc_hd__o21bai_1 | 14 |
| sky130_fd_sc_hd__nand4_1 | 37 |
| sky130_fd_sc_hd__a21o_1 | 23 |
| sky130_fd_sc_hd__o221ai_1 | 25 |
| sky130_fd_sc_hd__inv_1 | 468 |
| sky130_fd_sc_hd__nor4_1 | 28 |
| sky130_fd_sc_hd__o31ai_1 | 11 |
| sky130_fd_sc_hd__o211ai_1 | 12 |
| sky130_fd_sc_hd__nand2b_1 | 9 |
| sky130_fd_sc_hd__nand2_1 | 317 |
| sky130_fd_sc_hd__xor2_1 | 44 |
| sky130_fd_sc_hd__nor2b_1 | 11 |
| sky130_fd_sc_hd__clkdlybuf4s50_1 | 105 |
| sky130_fd_sc_hd__buf_4 | 60 |
[metal layers]
layer  global-route usage  part of all wire
met5              0.00866           0.00082
met1                0.513              0.39
met2                0.530              0.43
met3                0.162              0.14
met4                0.136             0.051
[worst max-delay path, delay by kind of cell]
kind                       cells  cell delay, ns
AOI/OAI and AO/OA              4            1.23
xor gates and xnor gates       1            0.18
adders and majority gates      9            4.36
buffers and inverters          7            2.43
and+or+nand+nor                7            1.71
[cell type report]
class                      instances  area share
multi-input combinational       2273       0.826
tap                              748      0.0384
timing repair buffer             165      0.0616
inverter                         484      0.0745
[logic make-up (layout without fill, tap and decap cells)]
group,after synthesis,after routing,synth area share
AND-OR/OR-AND,477,477,0.139
XOR/XNOR,147,147,0.0569
multiplexers,7,7,0.00315
adder cells (fa/ha/maj),630,630,0.494
buffers and inverters,657,649,0.111
AND/OR/NAND/NOR,1012,1012,0.196
[through the flow]
step           std cells  setup slack [ns]
3_5_place_dp        3670              1.65
6_report            3670              1.39
4_1_cts             3670              1.63
2_1_floorplan       2930              4.21
3_3_place_gp        3670              1.73
5_1_grt             3670              1.21
